`flow/design.v`:
```
module vga_sync(
    input clk, reset,
    output hsync, vsync, display_on, p_tick,
    output [9:0] x_pos, y_pos
);
localparam HORIZONTAL_DISPLAY_PIXELS = 640;  
localparam HSYNC_PULSE_WIDTH = 96;  
localparam HSYNC_FRONT_PORCH = 16;  
localparam HSYNC_BACK_PORCH = 48;  
localparam HORIZONTAL_PIXELS = HORIZONTAL_DISPLAY_PIXELS + HSYNC_PULSE_WIDTH + HSYNC_BACK_PORCH + HSYNC_FRONT_PORCH - 1;  
localparam H_RETRACE_START = HORIZONTAL_DISPLAY_PIXELS + HSYNC_FRONT_PORCH - 1;
localparam H_RETRACE_END = H_RETRACE_START + HSYNC_PULSE_WIDTH;
localparam VERTICAL_DISPLAY_PIXELS = 480;  
localparam VSYNC_PULSE_WIDTH = 2;  
localparam VSYNC_FRONT_PORCH = 10;  
localparam VSYNC_BACK_PORCH = 29;  
localparam VERTICAL_PIXELS = VERTICAL_DISPLAY_PIXELS + VSYNC_PULSE_WIDTH + VSYNC_FRONT_PORCH + VSYNC_BACK_PORCH - 1;  
localparam V_RETRACE_START = VERTICAL_DISPLAY_PIXELS + VSYNC_FRONT_PORCH - 1;
localparam V_RETRACE_END = V_RETRACE_START + VSYNC_PULSE_WIDTH;
reg [1:0] pixel_reg;
wire [1:0] pixel_next;
wire pixel_tick;
always @ (posedge clk) begin
    if (reset)
        pixel_reg <= 0;
    else
        pixel_reg <= pixel_next;
end
assign pixel_next = pixel_reg + 1;
assign pixel_tick = (pixel_reg == 0);  
reg vsync_reg, hsync_reg;
wire vsync_next, hsync_next;
reg[9:0] row_pix, next_row_pix, col_pix, next_col_pix;
always @ (posedge clk) begin
    if (reset) begin
        row_pix <= 0;
        col_pix <= 0;
        vsync_reg <= 0;
        hsync_reg <= 0;
    end
    else begin
        row_pix <= next_row_pix;
        col_pix <= next_col_pix;
        vsync_reg <= vsync_next;
        hsync_reg <= hsync_next;
    end
end
always @ (*) begin
    if (pixel_tick) begin
        if (row_pix == HORIZONTAL_PIXELS)
            next_row_pix = 0;
        else
            next_row_pix = row_pix + 1;
    end
    else
        next_row_pix = row_pix;
    if (pixel_tick && row_pix == HORIZONTAL_PIXELS) begin
            if (col_pix == VERTICAL_PIXELS)
                next_col_pix = 0;
            else
                next_col_pix = col_pix + 1;
        end
        else
            next_col_pix = col_pix;
end
assign hsync_next = (row_pix >= H_RETRACE_START && row_pix <= H_RETRACE_END);
assign vsync_next = (col_pix >= V_RETRACE_START && col_pix <= V_RETRACE_END);
assign display_on = (row_pix < HORIZONTAL_DISPLAY_PIXELS && col_pix < VERTICAL_DISPLAY_PIXELS);
assign hsync = hsync_reg;
assign vsync = vsync_reg;
assign x_pos = row_pix;
assign y_pos = col_pix;
assign p_tick = pixel_tick;
endmodule
```
`flow/constraint.sdc`:
```
current_design vga_sync

set clk_period 2.8
set clk_io_pct 0.2

create_clock -name clk0 -period $clk_period [get_ports {clk}]

set non_clock_inputs [all_inputs -no_clocks]
set_input_delay [expr $clk_period * $clk_io_pct] -clock clk0 $non_clock_inputs
set_output_delay [expr $clk_period * $clk_io_pct] -clock clk0 [all_outputs]
```
`flow/run.sh`:
```
#!/bin/bash
# OpenROAD 26Q1-2900-gdf79404cd8, Yosys 0.63+post, stock flow scripts
make -C /OpenROAD-flow-scripts/flow DESIGN_CONFIG=/design/flow/config.mk WORK_HOME=/design/flow/orfs finish
```
`flow/config.mk`:
```
export PLATFORM = sky130hd
export DESIGN_NAME = vga_sync
export DESIGN_NICKNAME = vga_sync
export VERILOG_FILES = /design/flow/design.v
export SDC_FILE = /design/flow/constraint.sdc
export NUM_CORES = 4
export LEC_CHECK = 1
export CORE_AREA = 10 10 86 86
export DIE_AREA = 0 0 96 96
```
==> CHANGELOG.md <==
## Implementation

* Area grow syn2layout at 29.7%
* Clock Skews at about 0.0023 ns
* All-Layer GR Usage at under 10%
* Post-Syn Instances at between 100 and 150
* Routed WL per cell at 12.7 um
* Max-slew violation count at 0
* Initial antenna violation count at 0
* Post-synth seq share at about two fifths
* Synth warn at 1
* Min Tclk post-route at between 2 and 2.5 ns
* Yosys cell count at approximately 140
* Antenna Violating Nets Remaining at 0
* Placeable core area at 0.00554 mm^2
* Die Y at 96 um
* Final RePlAce weighted congestion at between 0.8 and 0.9
* Initial DRT Pass Iterations at 4
* Fp util at roughly 22%
* Chip Area, Yosys at ~0.0012 mm^2
* Via density per instance at about 4.7
* Yosys simple share at between 30% and 40%
* Post-DP HPWL at about 2200 um
* FP Rows at 27
* H-tree depth at 1
* Met2 WL at about 1300 um
* Area fraction in compound gates at between 10% and 20%
* Main synth FF type: dfxtp_1
* Synth Area in Adders at under 10%
* Worst skew pair latency at 0.26 ns
* Mux contribution to synthesized area at less than 1%
* Critical path arrival at approximately 1.6 ns
* Placed cells at ~240
* IO buf count at 25
* Sequence of cells on the critical path: nand4_1 -> and3b_1 -> clkdlybuf4s50_1
* VDD IR max at 0.280 mV
* Final setup violation count at 0
* Vias at 1125
* Cts repair resizes at 0
* Setup bufs post-CTS at 0
* Mapped Avg Cell Area at roughly 8.6 um^2
* Total power draw at 0.649 mW
* Clock Sinks at 24
* Cycle use final at a little under 80%
* Flops after synth at 24
* Largest net degree at the start of global routing at 22
* Largest stage delay on the critical path at approximately 0.46 ns
* Worst setup SP type: register
* FILL cells at between 600 and 700
* P_leak at just over 0.5 nW
* Hold Buf Count CTS at 0
* Layout cells sized above 1 at 4.17%
* Iteration-0 DRC count of the detailed router at roughly 48
* Slowest cell on the critical path: dfxtp_1
* Final WL at between 3000 and 4000 um
* P per Cell Area at 404 mW/mm^2
* Number of enable flip-flop cells at 0
* WL met3 at around 260 um
* CTS tree: yes
* Hold Fails Final Rpt at 0
* Global-route wire length before repair at ~5000 um
* M1 WL at around 1500 um
* Yosys xor share at under 10%
* Final non-filler cell total at 240
* Clock tree buffer depth at 2
* Top Metal Used: met4
* Synthesized cell area at around 0.0012 mm^2
* Die X at ~96 um
* Diodes inserted at 0
* Die Size at between 0.009 and 0.01 mm^2
* CTS Buf Count at 3
* Total gr overflow at 0
* Number of global-route vias before repair at 999
* Setup TNS at 0 ns
* Tool warnings at 28
* Top logic family: simple AND/OR/NAND/NOR gates
* CP endpoint kind: output pin
* # IOs at 26
* Clock slew at reported path FFs at 0.09 ns
* Unrepaired setup endpoints after global routing: no
* Worst Tran Pin Value at between 0.5 and 0.6 ns
* Max frequency at ~0.46 GHz
* CP max FO at 8
* Worst hold path class: register to register
* Status: complete, no violations
* Worst path required time at 2.24 ns
* Headroom to the max-slew limit at between 60% and 70%
* Asr flop ratio synth at 0%
* DRC Markers at 0
* Clock Root Buffer: clkbuf_8
* Yosys cell types at 35
* WS Path Type: register to output pin
* Max_cap viols at 0
-- area by class of cell --
type,instances,area (um^2),area share [%]
Clock buffer,4,55.1,3.43
Inverter,9,33.8,2.10
Multi-Input combinational cell,105,688,42.9
Sequential cell,24,480,29.9
Tap cell,72,90.1,5.61
Timing Repair Buffer,26,258,16.1
-- path summary, 6_finish.rpt --
path	slack (ns)	depth (start not counted)	startpoint	end
max	0.64	3	col_pix[5]$_SDFFE_PP0P_	display_on
max reg2reg	0.89	6	pixel_reg[0]$_SDFF_PP0_	col_pix[5]$_SDFFE_PP0P_
min	0.42	1	pixel_reg[0]$_SDFF_PP0_	pixel_reg[0]$_SDFF_PP0_
min reg2reg	0.42	1	pixel_reg[0]$_SDFF_PP0_	pixel_reg[0]$_SDFF_PP0_
-- metal layers --
metal	track usage, %	vias to the layer above
met5	0	-
li1	-	573
met1	9.84	515
met4	0.369	0
met3	2.52	2
met2	9.47	35
-- power by group --
part	internal [mW]	total [mW]	leakage, nW	switching (mW)
clock network	0.126	0.237	0.0288	0.112
logic	0.0302	0.0515	0.284	0.0212
registers	0.351	0.360	0.194	0.00937
total	0.506	0.649	0.507	0.142
-- synth_stat cells, types with 2 or more instances --
master,n,area share [%]
a21oi_1,13,5.3
a31oi_1,2,1.0
and3_1,3,1.5
and3b_1,2,1.4
and4_1,2,1.4
clkbuf_1,3,0.91
dfxtp_1,24,39
ha_1,6,6.1
inv_1,9,2.7
nand2_1,9,2.7
nand2b_1,4,2.0
nand3_1,11,4.4
nand4_1,4,2.0
nor2_1,6,1.8
nor3_1,9,3.6
o21ai_0,5,2.0
o32ai_1,4,2.8
or3_1,7,3.5
xnor2_1,2,1.4
xor2_1,4,2.8
-- cell families (layout without fill, tap and decap cells) --
kind of cell	after synthesis	in the layout
DFF	24	24
AOI/OAI and AO/OA	28	28
xor gates and xnor gates	6	6
muxes	1	1
and+or+nand+nor	64	64
buffers and inverters	15	39
adders and majority gates	6	6
-- metrics by stage --
step / setup slack [ns] / hold slack [ns] / cell area, um^2 / utilization (%)
global placement: 0.858 / 0.403 / 1550 / 28.0
global route: 0.541 / 0.460 / 1610 / 29.0
floorplan: 1.33 / 0.393 / 1240 / -
detailed placement: 0.865 / 0.411 / 1550 / 28.0
finish: 0.638 / 0.420 / 1610 / 29.0
CTS: 0.649 / 0.424 / 1610 / 29.0
-- critical path, delay by kind of cell, from the launching register on --
kind | cells | cell delay, ns
and+or+nand+nor | 2 | 0.46
DFF | 1 | 0.46
buffers and inverters | 1 | 0.42
-- placed cells by master (no fill, tap or decap), types with 3 or more instances in the layout --
cell,netlist,routed
clkdlybuf4s50_1,0,25
nor2_1,6,6
o21ai_0,5,5
inv_1,9,9
nor3_1,9,9
xor2_1,4,4
nand2b_1,4,4
nand3_1,11,11
o32ai_1,4,4
a21oi_1,13,13
dfxtp_1,24,24
nand4_1,4,4
and3_1,3,3
clkbuf_8,0,4
or3_1,7,7
nand2_1,9,9
ha_1,6,6
Power and IR drop assume default switching activity.
